==> design/flow/design.v <==
module mux_4_way_16(
    input  [15:0] a,
    input  [15:0] b,
    input  [15:0] c,
    input  [15:0] d,
    input  [1:0]  select,
    output [15:0] out
);
    assign out = (select == 2'b00) ? a :
                 (select == 2'b01) ? b :
                 (select == 2'b10) ? c :
                 d;
endmodule
==> design/flow/run.sh <==
#!/bin/bash
# OpenROAD 26Q1-2900-gdf79404cd8, Yosys 0.63+post, stock flow scripts
make -C /OpenROAD-flow-scripts/flow DESIGN_CONFIG=/design/flow/config.mk WORK_HOME=/design/flow/orfs finish
==> design/flow/config.mk <==
export PLATFORM = sky130hd
export DESIGN_NAME = mux_4_way_16
export DESIGN_NICKNAME = mux_4_way_16
export VERILOG_FILES = /design/flow/design.v
export SDC_FILE = /design/flow/constraint.sdc
export NUM_CORES = 4
export LEC_CHECK = 1
export CORE_AREA = 10 10 72 72
export DIE_AREA = 0 0 82 82
==> design/flow/constraint.sdc <==
current_design mux_4_way_16

set clk_period 3.2
set clk_io_pct 0.2

create_clock -name clk0 -period $clk_period

set non_clock_inputs [all_inputs -no_clocks]
set_input_delay [expr $clk_period * $clk_io_pct] -clock clk0 $non_clock_inputs
set_output_delay [expr $clk_period * $clk_io_pct] -clock clk0 [all_outputs]
==> flow_metrics.tcl <==
# collected from the flow reports
set metrics [dict create \
    yosys_area_um2 424 \
    rows 22 \
    hold_violations 0 \
    worst_min_delay_path_startpoint "a[9]" \
    log.warning_count 32 \
    ys_top_logic_family "multiplexers" \
    worst_slew_pin_slew_ps 279 \
    post_synth.cell_area_avg_um2 21.2 \
    maxSlewHeadroom 0.814 \
    setup.worst_path.end_class "output port" \
    dpl-instance-area_um2 1290 \
    maxCapViolations 0 \
    netlist_area_um2 424 \
    final_core_utilization 0.350 \
    gr-usage-all-layers 0.0732 \
    drt_drc_violations_left 0 \
    worstHoldPathType "in2out" \
    place_congestion 0.842 \
    layout.cells.most_common "clkdlybuf4s50_1" \
    postLayoutCellArea_um2 1290 \
    cp-start-kind "primary input" \
    ys_cells 20 \
    final.setup.tns_ps 0 \
    grt_pass1_wl_mm 3.74 \
    vdd.ir_drop.worst_uv 48.5 \
    numSequentialCells 0 \
    postCtsResizedCells 0 \
    grt_max_degree 17 \
    postSynthSeqShare 0 \
    floorplan.die.width_um 82 \
    mux_share 0.903 \
    run_status "finished, final reports clean" \
    synth.lib_cells_used.distinct 5 \
    syn-instance-count 20 \
    post_cts_setup_inserts 0 \
    drive_above_1_share 0.120 \
    aoi_share 0 \
    critPathBufInv 3 \
    io_pins 82 \
    route.final.wire_length_mm 2.61 \
    setup-violations-final 0 \
    num_vias 591 \
    worst_path_largest_cell_delay_ps 560 \
    achievable-frequency_mhz 336 \
    worst_path_most_repeated_cell "clkdlybuf4s50_1" \
    die_height_um 82 \
    yosys.area_share.xor_xnor 0 \
    clock_buffer_count 0 \
    mostFrequentLayoutCells "clkdlybuf4s50_1, mux4_2, mux4_1, buf_4, buf_12" \
    yosysWarnings 0 \
    grt_pass1_vias 714 \
    synth.cellmix.simpleShare 0 \
    cp-startpoint "select[0]" \
    wl_per_cell_um 17.7 \
    power_leakage_nw 0.462 \
    crit_path_cell_trace "clkdlybuf4s50_1 > buf_12 > mux4_1 > clkdlybuf4s50_1" \
    critical_path_arrival_ps 2330 \
    first_iter_violations 7 \
    global_route.overflow_total 0 \
    antenna_found_initial 0 \
    critical_path.slowest_cell "mux4_1" \
    report.final.slew_viol_count 0 \
    firstDrtPassIters 2 \
    post_cts_hold_buffer_count 0 \
    antenna_cells_inserted 0 \
    grt_setup_unrepaired "false" \
    area.sequential_um2 0 \
    timing.hold.ws_ps 2400 \
    crit_path_max_fanout 16 \
    area_delta_synth_final_pct 204 \
    cpLargestDelayFamily "buffers and inverters" \
    synth_adder_area_share 0 \
    post-route-period-util 0.929 \
    core-area_um2 3690 \
    initial_utilization 0.115 \
    final_period_minus_worst_setup_slack_ps 2970 \
    powerDensity_nw_per_um2 128 \
    worst-endpoint-required_ps 2560 \
    setup.worst_path.class "in2out" \
    chip_area_um2 6720 \
    port_buffers 82 \
    via_per_inst 3.99 \
    final_antenna_net_count 0 \
]
-- final timing paths --
path / end / slack (ps) / depth (start not counted)
hold / removal: out[9] / 2400 / 3
setup / recovery: out[15] / 230 / 4
-- report_power, final --
group	switching (mW)	internal (mW)	total, mW
combinational	0.0297	0.136	0.166
clock	0	0	0
sequential	0	0	0
total	0.0297	0.136	0.166
-- stage by stage --
step	total power [mW]	setup slack (ps)	instances
final	0.166	227	148
after global routing	0.179	118	148
after CTS	0.169	206	148
after detailed placement	0.168	216	148
after global placement	0.169	219	148
after floorplan	0.0422	1210	20
-- cells by family (layout without fill, tap and decap cells) --
kind of cell / after synthesis / count (layout)
buffers and inverters: 4 / 84
multiplexers: 16 / 16
-- worst min-delay path, cell delays in order --
cell	delay (ps)
clkdlybuf4s50_1	450
mux4_2	210
clkdlybuf4s50_1	460
-- layer usage --
| metal | up-vias | wire (µm) | track usage | share of wire |
|---|---|---|---|---|
| met2 | 64 | 1090 | 0.118 | 0.42 |
| met5 | - | 0 | 0 | 0 |
| met1 | 257 | 932 | 0.0798 | 0.36 |
| li1 | 270 | - | - | - |
| met3 | 0 | 590 | 0.0573 | 0.23 |
| met4 | 0 | 0 | 0 | 0 |
-- Yosys cell counts --
cell	number	area share
buf_2	2	0.024
buf_6	1	0.027
buf_12	1	0.047
mux4_1	6	0.37
mux4_2	10	0.53
-- final cells by class --
cell class | instances | area, µm²
fillers | 357 | 2400
repair buffers | 84 | 848
multi-input cells | 16 | 383
well taps | 48 | 60.1
Power figures rest on the tool's default switching activity, not on a simulated workload.
