File: ./config.mk
export PLATFORM = sky130hd
export DESIGN_NAME = Adder16
export DESIGN_NICKNAME = Adder16
export VERILOG_FILES = /design/flow/design.v
export SDC_FILE = /design/flow/constraint.sdc
export NUM_CORES = 4
export LEC_CHECK = 1
export CORE_AREA = 10 10 77 77
export DIE_AREA = 0 0 87 87
File: ./constraint.sdc
current_design Adder16

set clk_period 15.5
set clk_io_pct 0.2

create_clock -name clk0 -period $clk_period

set non_clock_inputs [all_inputs -no_clocks]
set_input_delay [expr $clk_period * $clk_io_pct] -clock clk0 $non_clock_inputs
set_output_delay [expr $clk_period * $clk_io_pct] -clock clk0 [all_outputs]
File: ./design.v
module FullAdder (
    input A, B, Cin,
    output Sum,
    output Cout
);
    assign Sum = A ^ B ^ Cin;
    assign Cout = (A & B) | (Cin & (A ^ B));
endmodule
module Adder16 (
    input [15:0] A,          
    input [15:0] B,          
    input Cin,               
    output [15:0] Sum,       
    output CarryOut          
);
    wire [15:0] carry;
    FullAdder FA0 (.A(A[0]), .B(B[0]), .Cin(Cin), .Sum(Sum[0]), .Cout(carry[0]));
    FullAdder FA1 (.A(A[1]), .B(B[1]), .Cin(carry[0]), .Sum(Sum[1]), .Cout(carry[1]));
    FullAdder FA2 (.A(A[2]), .B(B[2]), .Cin(carry[1]), .Sum(Sum[2]), .Cout(carry[2]));
    FullAdder FA3 (.A(A[3]), .B(B[3]), .Cin(carry[2]), .Sum(Sum[3]), .Cout(carry[3]));
    FullAdder FA4 (.A(A[4]), .B(B[4]), .Cin(carry[3]), .Sum(Sum[4]), .Cout(carry[4]));
    FullAdder FA5 (.A(A[5]), .B(B[5]), .Cin(carry[4]), .Sum(Sum[5]), .Cout(carry[5]));
    FullAdder FA6 (.A(A[6]), .B(B[6]), .Cin(carry[5]), .Sum(Sum[6]), .Cout(carry[6]));
    FullAdder FA7 (.A(A[7]), .B(B[7]), .Cin(carry[6]), .Sum(Sum[7]), .Cout(carry[7]));
    FullAdder FA8 (.A(A[8]), .B(B[8]), .Cin(carry[7]), .Sum(Sum[8]), .Cout(carry[8]));
    FullAdder FA9 (.A(A[9]), .B(B[9]), .Cin(carry[8]), .Sum(Sum[9]), .Cout(carry[9]));
    FullAdder FA10 (.A(A[10]), .B(B[10]), .Cin(carry[9]), .Sum(Sum[10]), .Cout(carry[10]));
    FullAdder FA11 (.A(A[11]), .B(B[11]), .Cin(carry[10]), .Sum(Sum[11]), .Cout(carry[11]));
    FullAdder FA12 (.A(A[12]), .B(B[12]), .Cin(carry[11]), .Sum(Sum[12]), .Cout(carry[12]));
    FullAdder FA13 (.A(A[13]), .B(B[13]), .Cin(carry[12]), .Sum(Sum[13]), .Cout(carry[13]));
    FullAdder FA14 (.A(A[14]), .B(B[14]), .Cin(carry[13]), .Sum(Sum[14]), .Cout(carry[14]));
    FullAdder FA15 (.A(A[15]), .B(B[15]), .Cin(carry[14]), .Sum(Sum[15]), .Cout(CarryOut));
endmodule
module alu(
    input [15:0] x,
    input [15:0] y,
    input zx,
    input nx,
    input zy,
    input ny,
    input f,
    input no,
    output [15:0] out,
    output zr,
    output ng
);
    assign x1 = (zx == 1) ? x : 16'b0000000000000000;
    assign y1 = (zy == 1) ? y : 16'b0000000000000000;
    assign x2 = (nx == 1) ? x1 : ~x1;
    assign y2 = (ny == 1) ? y1 : ~y1;
    assign fresult = (f == 1) ? x2&y2 : x2+y2;
    assign out = (no == 1) ? fresult : ~fresult;
    assign ng = out[15];
endmodule
File: ./run.sh
#!/bin/bash
# OpenROAD 26Q1-2900-gdf79404cd8, Yosys 0.63+post, stock flow scripts
make -C /OpenROAD-flow-scripts/flow DESIGN_CONFIG=/design/flow/config.mk WORK_HOME=/design/flow/orfs finish
==> CHANGELOG.md <==
### Physical design

* Status: complete, no violations
* Max transition margin at 93.4%
* First-pass GRT wire length at 2190 um
* Register cell area after layout at 0 um2
* Endpoints failing hold at 0
* Port bufs at 50
* Internal power at 25.8 uW
* FMAX at 77.0 MHz
* Cell Area, Synth at ~510 um2
* Distinct cells, synth at 3
* Hold Buf Count CTS at 0
* Drt drc at 0
* WS Path Type: input pin to primary output
* Synth Instances at 50
* CP arrival at a little under 10000 ps
* Setup tns final at 0 ps
* Hold Path Sink: Sum[0]
* Final GP Congestion at approximately 0.74
* Vias at 413
* Row cnt at 24
* Worst-Margin Slew at 98.6 ps
* RSZ-0062 raised after global routing: no
* Min Clock Period, post-route at 13000 ps
* Chip area in the Yosys report at 508 um2
* Registers at 0
* Post-CTS sizing at 0
* Worst hold path depth at 5
* Type of origin of the critical path: input pin
* Top cells by area: fa_1 (63%), buf_4 (24%), inv_1 (13%)
* Die width at roughly 87 um
* Routed Wire Length at roughly 1500 um
* Tool warnings at 32
* Adders+Majority by Area at 63.1%
* Area growth, synth to finish at 87.7%
* Ys cells at approximately 50
* Leakage at 0.000408 uW
* Initial antenna violation count at 0
* Cell Pwr Density at 36.8 nW/um2
* Wirelength per Cell at 10.7 um
* Switching Share at 26.6%
* DR iter-0 viols at 0
* Antenna-violating nets left at 0
* Total global routing overflow at 0
* Crit. End Element: primary output
* Simple Share, Synth at 0%
* XOR Share, Synth at 0%
* Psw at 9.32 uW
* Clock buffers at 0
* Sequential Power Share at 0%
* Share of Yosys cell area claimed by the top area cell type at 63.1%
* Post-CTS setup buffers at 0
* Area leader, netlist: fa_1
* Final Worst Setup Slack at around 2500 ps
* Top non-seq family: adder cells
* Die area at 7570 um2
* Floorplan core density at 11.7%
* Core area at 4350 um2
* Max_cap viols at 0
* Vert. Die Dim at 87 um
* Max Slew Vio Count at 0
* Worst-path maximum fanout at 1
* Num ports at 50
* Mean Syn Cell Area at 10.2 um2
* Final Cycle Share at 83.8%
* DR vias/cell at 3.04
* Peak supply drop at 0.0000168 V
* Clk pwr share at 0%
* Mux share at 0%
* Hold_sp: Cin
* Most numerous cell in the Yosys netlist: inv_1
* Seq share, synth at 0%
* Worst hold path class: input pin to primary output
* All-Layer GR Usage at between 3 and 4%
* Final tally of setup violations at 0
* Yosys warning total at 0
* Diodes inserted at 0
* Largest net degree at the start of global routing at 2
* Req. time, crit path at 12400 ps
* Commonest cells post-synth: inv_1 (18), buf_4 (16), fa_1 (16)
* Vias in the first global route at 454
* Share of cells above drive strength 1 at 0%
* Combinational power share at 100.0%
* Detailed Place HPWL at 1470 um
* DRT Pass-1 Iters at 1
* Tot Pwr at 35.1 uW
* Place WS at 2420 ps
* Compound Share, Synth at 0%
==> power groups by stage <==
| stage | logic, uW | registers, uW | clock network, uW |
|---|---|---|---|
| after CTS | 36.5 | 0 | 0 |
| after global routing | 40.1 | 0 | 0 |
| final | 35.1 | 0 | 0 |
==> logic make-up (layout without fill, tap and decap cells) <==
group | after synthesis | count (layout)
adders and majority gates | 16 | 16
buffers and inverters | 34 | 68
==> cells in the final DEF (no fill, tap or decap) <==
cell,n
clkdlybuf4s50_1,50
fa_1,16
inv_1,18
==> worst max-delay path, stage by stage <==
cell and delay (ps):
clkdlybuf4s50_1 400, inv_1 80, fa_1 190, fa_1 160, inv_1 50, fa_1 380
fa_1 390, fa_1 380, fa_1 390, fa_1 400, fa_1 390, fa_1 380
inv_1 80, fa_1 150, inv_1 50, fa_1 380, fa_1 390, fa_1 400
fa_1 390, fa_1 370, inv_1 80, fa_1 400, inv_1 60, clkdlybuf4s50_1 470
==> through the flow <==
stage / util (%) / instance area, um2 / hold WS, ps / instances
after detailed placement: 21.9 / 953 / 7250 / 136
after global placement: 21.9 / 953 / 7250 / 136
after global routing: 21.9 / 953 / 7310 / 136
final: 21.9 / 953 / 7240 / 136
after floorplan: - / 508 / 6420 / 50
after CTS: 21.9 / 953 / 7250 / 136
==> worst max path at each step <==
| stage | start | endpoint | slack [ps] | cells after the start |
|---|---|---|---|---|
| after CTS | A[0] | Sum[15] | 2420 | 24 |
| after global routing | A[0] | Sum[15] | 2160 | 24 |
| final | A[0] | Sum[15] | 2500 | 24 |
==> final cells by class <==
cell class / count / area, um2
Fill cell: 456 / 3400
Inverter: 18 / 67.6
Multi-Input combinational cell: 16 / 320
Tap cell: 52 / 65.1
Timing Repair Buffer: 50 / 500
==> layer usage <==
metal,track usage [%],share of wire [%]
met5,0,0
met4,0,0
met3,2.74,24
met2,4.40,34
met1,4.98,41
Power and IR drop assume default switching activity.
